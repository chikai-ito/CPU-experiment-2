==> design/flow/design.v <==
`default_nettype none
module receiver #(CLK_PER_HALF_BIT = 520) (
               output reg [7:0] rdata,
               output reg       rdata_ready,
               output reg       ferr,
               input wire         rxd,
               input wire         clk,
               input wire         rstn);
	localparam e_clk_bit = CLK_PER_HALF_BIT * 2 - 1;
	localparam e_clk_start_bit = CLK_PER_HALF_BIT;
	reg fin_start_bit;
	reg [31:0] counter;
	reg next;
	reg [3:0] status;
	reg rst_ctr;
	localparam r_idle = 0;
	localparam r_start_bit = 1;
	localparam r_bit_0 = 2;
	localparam r_bit_1 = 3;
	localparam r_bit_2 = 4;
	localparam r_bit_3 = 5;
	localparam r_bit_4 = 6;
	localparam r_bit_5 = 7;
	localparam r_bit_6 = 8;
	localparam r_bit_7 = 9;
	localparam r_stop_bit = 10;
	always @(posedge clk) begin
		if (~rstn) begin
			counter <= 0;
			next <= 0;
			fin_start_bit <= 0;
		end else begin
			if (counter == e_clk_bit || rst_ctr) begin
				counter <= 0;
			end else begin
				counter <= counter + 1;
			end
			if (~rst_ctr && counter == e_clk_bit) begin
		    	next <= 1;
		    end else begin
		    	next <= 0;
		    end
		    if (~rst_ctr && counter == e_clk_start_bit) begin
		    	fin_start_bit <= 1;
		    end else begin
		    	fin_start_bit <= 0;
		    end
		end
	end	
   	always @(posedge clk) begin
    	if (~rstn) begin
	      	rdata <= 8'b0;
	      	rdata_ready <= 1'b0;
	      	ferr <= 1'b0;
			status <= 0;
		end else begin
			rst_ctr <= 0;
			if (status == r_idle) begin
				rdata_ready <= 0;
				rdata <= 8'b0;
				if (~rxd) begin
					status <= r_start_bit;
					rst_ctr <= 1;
				end
			end else if (status == r_start_bit) begin
				if (rxd) begin
					status <= r_idle;
					rst_ctr <= 1;
				end else if (fin_start_bit) begin
					status <= r_bit_0;
					rst_ctr <= 1;
				end		
			end else if (status == r_stop_bit) begin
				if (rxd) begin
					rdata_ready <= 1;
					status <= r_idle;
				end else begin
					ferr <= 1;
					rdata_ready <= 1;
					status <= r_idle;
				end
			end else if (next) begin
				if (status == r_bit_7) begin
					rdata <= rdata >> 1;
					rdata[7] <= rxd;
					status <= r_stop_bit;
				end else begin
					rdata <= rdata >> 1;
					rdata[7] <= rxd;
					status <= status+1;
				end
			end
		end
   	end
endmodule
`default_nettype wire
==> design/flow/run.sh <==
#!/bin/bash
# OpenROAD 26Q1-2900-gdf79404cd8, Yosys 0.63+post, stock flow scripts
make -C /OpenROAD-flow-scripts/flow DESIGN_CONFIG=/design/flow/config.mk WORK_HOME=/design/flow/orfs finish
==> design/flow/config.mk <==
export PLATFORM = sky130hd
export DESIGN_NAME = receiver
export DESIGN_NICKNAME = receiver
export VERILOG_FILES = /design/flow/design.v
export SDC_FILE = /design/flow/constraint.sdc
export NUM_CORES = 4
export LEC_CHECK = 1
export CORE_UTILIZATION = 50
==> design/flow/constraint.sdc <==
current_design receiver

set clk_period 6.3
set clk_io_pct 0.2

create_clock -name clk0 -period $clk_period [get_ports {clk}]

set non_clock_inputs [all_inputs -no_clocks]
set_input_delay [expr $clk_period * $clk_io_pct] -clock clk0 $non_clock_inputs
set_output_delay [expr $clk_period * $clk_io_pct] -clock clk0 [all_outputs]
==> job_summary.md <==
### Flow metrics

| Metric | Value |
|---|---|
| Status | complete, no violations |
| DP Wirelength | 3475 um |
| Number of synthesis warnings | 1 |
| Number of port buffers | 12 |
| Vias in the first global route | 1725 |
| Worst Path Arrival | 2.74 ns |
| # diodes | 0 |
| Cell count in the Yosys report | 285 |
| Primary FF master, synth | dfxtp_1 |
| Worst Setup End Kind | flip-flop |
| RSZ-0062 raised after global routing | false |
| DR vias | 2066 |
| Total negative slack | 0 ns |
| Clock latency (worst-skew pair) | 0.30 ns |
| Hold Buf Count CTS | 0 |
| Die H | 72.14 um |
| Synth Cell Area | 2460 sq um |
| Number of flops mapped to enable cells by yosys | 1 |
| Crit path max fanout | 30 |
| Ys flops | 49 |
| Setup ws final | 3.785 ns |
| CTS Buffer Depth | 2 |
| Synth async-reset ratio | 0% |
| Largest net degree at the start of global routing | 31 |
| CTS buffer count | 5 |
| Core area | 4723 sq um |
| Fp_density | 52.08% |
| Fraction of layout instances using a drive strength above 1 | 6.529% |
| Synth cell types | 51 |
| Clock slew seen by the registers of the worst setup and hold paths | 0.08 ns |
| Remaining DRCs | 0 |
| Count leader, synth | dfxtp_1 |
| Worst min path class | reg -> reg |
| Crit path kind | in -> reg |
| Drt wl/cell | 14.07 um |
| Routed vias/inst | 5.771 |
| Yosys chip area | 2460 sq um |
| Final hold viol count | 0 |
| Pins over their slew limit | 0 |
| LEAKAGE | 0.0008030 uW |
| Antenna violations before repair | 0 |
| Number of DRC markers in iteration 0 | 199 |
| H-Tree Level Count | 2 |
| Actual slew at the worst max-slew pin | 0.8225 ns |
| Root Buffer Master | clkbuf_8 |
| Critical Path Source Type | primary input |
| Top cells, area | dfxtp_1, a21oi_1, nand3_1 |
| Power Total | 526.6 uW |
| Max-cap viol count | 0 |
| Routed wire length | 5036 um |
| Peak Freq | 397.6 MHz |
| Max-slew headroom at the worst pin | 44.56% |
| Global-route usage over all layers | 20.70% |
| Peak supply drop | 0.0001162 V |
| Final setup viols | 0 |
| Area leader, netlist | dfxtp_1 |
| Non-Filler Instances | 358 |
| Final worst-path cycle share | 39.92% |
| Postcts setup bufs | 0 |
| Syn avg cell area | 8.631 sq um |
| Synth cell count leaders | dfxtp_1, a21oi_1, nand3_1 |
| Drt first pass iters | 5 |
| First-pass GRT wire length | 8438 um |
| Num ports | 13 |
| Seq share, synth | 40.28% |
| Total grt overflow | 0 |
| Pre-CTS setup slack | 3.495 ns |
| Worst Clk Skew | 0.004295 ns |
| Area leader share | 39.06% |
| Min Tclk post-route | 2.515 ns |
| Tool warnings | 27 |
| Rows | 25 |
| Final Wtd Congestion | 0.8901 |
| CTS tree | yes |
| Final core utilization | 56.69% |
| Worst Path Required | 6.53 ns |
| CTS resizes | 0 |
| Die width | 72.14 um |
| Die Size | 5204 sq um |
| Area delta synth->final | 8.851% |
| CTS sink cnt | 49 |
| Post-Place Cells | 350 |
| Post-synthesis cell count | 285 |
| Final ANT Viol Nets | 0 |
| Power per standard cell area | 196.7 nW/um^2 |
==> critical path, cell delays in order <==
cell and delay (ns):
clkdlybuf4s50_1 0.67, nor2b_1 0.29, o31ai_4 0.10, buf_4 0.24
a21oi_1 0.16
==> logic make-up (layout without fill, tap and decap cells) <==
kind of cell | count (synthesis) | after routing | synth area share (%)
and+or+nand+nor | 127 | 127 | 31.38
xor gates and xnor gates | 15 | 15 | 5.341
buffers and inverters | 22 | 28 | 4.425
AOI/OAI and AO/OA | 70 | 70 | 17.55
DFF | 49 | 49 | 40.28
adders and majority gates | 2 | 2 | 1.017
==> cell type report <==
type | instances | area (sq um)
fill | 459 | 2046
multi-input combinational | 214 | 1369
sequential | 49 | 991.0
timing repair buffer | 13 | 127.6
tap | 67 | 83.83
clock buffer | 8 | 80.08
inverter | 7 | 26.28
==> where the power goes <==
| group | leakage (uW) | internal (uW) | switching, uW |
|---|---|---|---|
| Combinational | 0.000366 | 11.5 | 19.8 |
| Clock | 0.0000395 | 79.0 | 96.6 |
| Sequential | 0.000397 | 314 | 5.80 |
| Total | 0.000803 | 404 | 122 |
==> per-stage QoR <==
step / hold slack, ns / area (sq um)
finish: 0.4695 / 2678
global route: 0.4844 / 2678
CTS: 0.4755 / 2678
detailed placement: 0.4556 / 2597
global placement: 0.4550 / 2597
floorplan: 0.4130 / 2460
==> placed cells by master, fill, tap and decap left out, types with 5 or more instances in the layout <==
| master | n |
|---|---|
| nand4_1 | 9 |
| nand2_1 | 11 |
| nor2_1 | 21 |
| a21oi_1 | 29 |
| or4_1 | 11 |
| and4_1 | 5 |
| xor2_1 | 7 |
| dfxtp_1 | 48 |
| clkdlybuf4s50_1 | 12 |
| inv_1 | 7 |
| nor4_1 | 11 |
| o21ai_0 | 17 |
| clkbuf_8 | 5 |
| nand3_1 | 25 |
| o31ai_1 | 10 |
| xnor2_1 | 8 |
==> path summary, 6_finish.rpt <==
path	cells after the start	slack, ns	to	from
worst max-delay path	5	3.79	counter[23]	rstn
worst min-delay path	1	0.47	ferr	ferr
worst max register to register	5	4.27	counter[26]	counter[0]
worst min register to register	1	0.47	ferr	ferr
==> flip-flops by register name (all words and copies together) (netlist names) <==
register,flops
rdata_ready,1
next,1
counter,32
rdata,8
fin_start_bit,1
status,4
rst_ctr,1
ferr,1
==> per-layer routing <==
metal	global-route usage (%)	up-vias	part of all wire, %
met2	30.11	32	42
met5	0	-	0
met3	3.239	5	2.8
li1	-	1077	-
met4	1.961	0	0.95
met1	34.48	952	54
Power and IR drop assume default switching activity.

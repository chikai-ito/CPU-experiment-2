==> /design/flow/design.v <==
`default_nettype none
module block_memory (
	input wire clk,
	input wire we,
	input wire [4:0] addr, 
	input wire [31:0] w_data,
	output wire [31:0] r_data);
	localparam memory_size   = 1024;
	reg [31:0] memory [0:memory_size - 1];
	reg [31:0] addr_reg;
    always @(posedge clk) begin
    	if (we) begin
    		memory[addr] <= w_data;
    	end
    	addr_reg <= addr;
    end
    assign r_data = memory[addr_reg];
endmodule
`default_nettype wire
==> /design/flow/run.sh <==
#!/bin/bash
# OpenROAD 26Q1-2900-gdf79404cd8, Yosys 0.63+post, stock flow scripts
make -C /OpenROAD-flow-scripts/flow DESIGN_CONFIG=/design/flow/config.mk WORK_HOME=/design/flow/orfs finish
==> /design/flow/config.mk <==
export PLATFORM = sky130hd
export DESIGN_NAME = block_memory
export DESIGN_NICKNAME = block_memory
export VERILOG_FILES = /design/flow/design.v
export SDC_FILE = /design/flow/constraint.sdc
export NUM_CORES = 4
export LEC_CHECK = 1
export CORE_UTILIZATION = 50
export SYNTH_MEMORY_MAX_BITS = 65536
==> /design/flow/constraint.sdc <==
current_design block_memory

set clk_period 17.7
set clk_io_pct 0.2

create_clock -name clk0 -period $clk_period [get_ports {clk}]

set non_clock_inputs [all_inputs -no_clocks]
set_input_delay [expr $clk_period * $clk_io_pct] -clock clk0 $non_clock_inputs
set_output_delay [expr $clk_period * $clk_io_pct] -clock clk0 [all_outputs]
==> run notes <==
flow finished, numbers: DRT Pass-1 Iters=7, top flop regs=memory x1024, Syn-to-layout area delta=13.8%, CTS H-Tree Depth=3, status=finished, final reports clean, DPL Wire Length=51.5 mm, pre-CTS worst setup slack=9.61 ns, number of DRC violations after detailed-routing iteration 0=1,231, Biggest register=memory, Pleak=15.7 nW, Synth cell types=24, Die Size=0.0810 mm^2, Worst VDD drop=79.7 uV, crit path DAT=5.17 ns, cts hold-fix bufs=0, Die Span X=285 um, vias in the first global route=21,300, Hold Crit Class=primary input to flop, Crit path depth=9, Slew @ Worst Pin=1.00 ns, Buf+Inv Stages, Crit Path=4, DRC=0, flip-flop count of the largest register after layout=1,024, DP Cell Count=3,315, Max Cap Violations=0, fill cell count=5,684, Log Warnings=29, Hold Path Origin=addr[2], CTS tree=yes, core region area=0.0790 mm^2, power per cell area=112 mW/mm^2, Synth Seq Share=0.772, Clk Tree Root Cell=clkbuf_16, grt ovf=0, Reg clk slew, reported paths=0.06 ns, Worst Hold Path Cells=1, Slew Viols, Final=0, first-pass GRT wire length=139 mm, number of cells in Yosys stat=2,233, crit path DRT=14.16 ns, Setup Buffers After CTS=0, Routed WL=95.7 mm, Top Layout Cells=edfxtp_1 (1,024), mux2i_1 (512), clkbuf_16 (106), nand3_1 (98), nand2_1 (97), DR vias=20,500, Top Ports=71, slowest stage delay, CP=0.84 ns, ys flops=1,029, Syn Area/Cell=17.9 um^2, Post-CTS Resized=0, DP Area=0.0422 mm^2, crit-path cells=buf_4 > buf_12 > buf_4 > mux2i_1 > a22o_1 > nor3_1 > a31oi_1 > nand3_1 > clkdlybuf4s50_1, final worst setup slack=8.99 ns, Final Wtd Congestion=0.821, FP Util=0.506, Num Clock Sinks=1,029, unrepaired setup endpoints after global routing=false, critical path capture point type=output pin, final cell count without fillers=3,503, Top cell excl fill/tap=edfxtp_1, Synth Warn #=1, largest net degree at the start of global routing=101, chip height=285 um, Slowest-stage cell, CP=dfxtp_4, family with the most delay on the worst path=buffers and inverters, Final Hold Fails=0, layout cells sized above 1=0.112, Total GRT Usage=0.268, Finish-stage setup viols=0, initial antenna violation count=5, Fmax=115 MHz, Setup crit start kind=flop, Vias per Instance=5.86, clock buffer depth=3, crit-path max FO=100, Post-Synthesis Cells=2,233, # rows=103, PortBufs=70, Crit path top cell by count=buf_4, total CTS buffers=103, worst hold slack=3.61 ns, relative slew slack=0.331, Final ANT Viol Nets=0, Tmin final=8.71 ns, worst setup path class=flop to output pin, routed len/inst=27.3 um, final instance area=0.0455 mm^2, mapped cell area=0.0399 mm^2, fin crit share=0.492, yosys stat area=0.0399 mm^2, Sum Neg Setup Slack=0 ns
## worst max path at each step
| stage | endpoint | slack, ns |
|---|---|---|
| finish | r_data[1] | 8.99 |
| global route | r_data[17] | 8.72 |
| CTS | r_data[17] | 8.90 |
## cell families (layout without fill, tap and decap cells)
kind of cell / after synthesis / after routing / share of synthesized area
other: 0 / 1 / 0
buffers and inverters: 127 / 346 / 0.0189
muxes: 512 / 512 / 0.128
DFF: 1029 / 1029 / 0.772
and+or+nand+nor: 277 / 277 / 0.0314
AOI/OAI and AO/OA: 288 / 288 / 0.0491
## per-stage QoR
step,util,power [mW]
after floorplan,-,2.91
after global placement,0.534,3.03
after detailed placement,0.534,3.04
after CTS,0.575,5.12
after global routing,0.575,5.24
final,0.575,5.08
## area by class of cell
cell class	count	area, um^2	share of cell area
diodes	1	2.50	0.0000550
clock buffers	126	2730	0.0600
clock inverters	61	546	0.0120
multi-input cells	1077	8610	0.189
flip-flops and latches	1029	30900	0.679
well taps	1050	1310	0.0289
repair buffers	159	1410	0.0309
## report_power, final
part / leakage (nW) / total, mW / internal (mW) / switching (mW)
combinational: 4.82 / 0.266 / 0.0979 / 0.168
clock: 1.61 / 2.10 / 1.23 / 0.865
sequential: 9.27 / 2.72 / 2.71 / 0.00911
## routing by layer
metal / share of wire / global-route usage / routed length, um / vias up
met2: 0.46 / 0.375 / 43800 / 1290
met3: 0.18 / 0.207 / 17000 / 159
met5: 0.0011 / 0.00417 / 103 / -
met4: 0.025 / 0.0527 / 2430 / 10
li1: - / - / - / 9182
met1: 0.34 / 0.357 / 32400 / 9881
## Yosys cell counts
library cell,n,share of area
edfxtp_1,1024,0.77
mux2i_1,512,0.13
nand2_1,98,0.0092
nand3_1,98,0.012
a21oi_1,96,0.012
a22oi_1,96,0.018
a22o_1,64,0.014
clkbuf_1,40,0.0038
nor2_1,34,0.0032
buf_4,33,0.0062
a31oi_1,32,0.0050
nor3_1,32,0.0040
buf_2,29,0.0036
buf_6,15,0.0042
buf_1,8,0.00075
dfxtp_1,5,0.0025
nand3b_1,5,0.00094
or3b_2,3,0.00066
clkbuf_4,2,0.00038
nand2b_1,2,0.00031
nor2b_1,2,0.00031
and2_1,1,0.00016
or2_2,1,0.00016
or3_1,1,0.00016
Power and IR drop assume default switching activity.

File: flow/config.mk
export PLATFORM = sky130hd
export DESIGN_NAME = sender
export DESIGN_NICKNAME = sender
export VERILOG_FILES = /design/flow/design.v
export SDC_FILE = /design/flow/constraint.sdc
export NUM_CORES = 4
export LEC_CHECK = 1
export CORE_UTILIZATION = 40
File: flow/constraint.sdc
current_design sender

set clk_period 6.9
set clk_io_pct 0.2

create_clock -name clk0 -period $clk_period [get_ports {clk}]

set non_clock_inputs [all_inputs -no_clocks]
set_input_delay [expr $clk_period * $clk_io_pct] -clock clk0 $non_clock_inputs
set_output_delay [expr $clk_period * $clk_io_pct] -clock clk0 [all_outputs]
File: flow/design.v
`default_nettype none
module sender #(CLK_PER_HALF_BIT = 520) (
               input wire [7:0] sdata,
               input wire       tx_start,
               output reg     tx_busy,
               output reg     txd,
               input wire       clk,
               input wire       rstn);
   localparam e_clk_bit = CLK_PER_HALF_BIT * 2 - 1;
   localparam e_clk_stop_bit = (CLK_PER_HALF_BIT*2*9)/10 - 1;
   reg [7:0]                  txbuf;
   reg [3:0]                  status;
   reg [31:0]                 counter;
   reg                        next;
   reg                        fin_stop_bit;
   reg                        rst_ctr;
   localparam s_idle = 0;
   localparam s_start_bit = 1;
   localparam s_bit_0 = 2;
   localparam s_bit_1 = 3;
   localparam s_bit_2 = 4;
   localparam s_bit_3 = 5;
   localparam s_bit_4 = 6;
   localparam s_bit_5 = 7;
   localparam s_bit_6 = 8;
   localparam s_bit_7 = 9;
   localparam s_stop_bit = 10;
   always @(posedge clk) begin
      if (~rstn) begin
         counter <= 0;
         next <= 0;
         fin_stop_bit <=0;
      end else begin
         if (counter == e_clk_bit || rst_ctr) begin
            counter <= 0;
         end else begin
            counter <= counter + 1;
         end
         if (~rst_ctr && counter == e_clk_bit) begin
            next <= 1;
         end else begin
            next <= 0;
         end
         if (~rst_ctr && counter == e_clk_stop_bit) begin
            fin_stop_bit <= 1;
         end else begin
            fin_stop_bit <= 0;
         end
      end
   end
   always @(posedge clk) begin
      if (~rstn) begin
         txbuf <= 8'b0;
         status <= s_idle;
         rst_ctr <= 0;
         txd <= 1;
         tx_busy <= 0;
      end else begin
         rst_ctr <= 0;
         if (status == s_idle) begin
            if (tx_start) begin
               txbuf <= sdata;
               status <= s_start_bit;
               rst_ctr <= 1;
               txd <= 0;
               tx_busy <= 1;
            end
         end else if (status == s_stop_bit) begin
            if (fin_stop_bit) begin
               txd <= 1;
               status <= s_idle;
               tx_busy <= 0;
            end
         end else if (next) begin
            if (status == s_bit_7) begin
               txd <= 1;
               status <= s_stop_bit;
            end else begin
               txd <= txbuf[0];
               txbuf <= txbuf >> 1;
               status <= status + 1;
            end
         end
      end
   end
endmodule  
`default_nettype wire
File: flow/run.sh
#!/bin/bash
# OpenROAD 26Q1-2900-gdf79404cd8, Yosys 0.63+post, stock flow scripts
make -C /OpenROAD-flow-scripts/flow DESIGN_CONFIG=/design/flow/config.mk WORK_HOME=/design/flow/orfs finish
==> run summary <==
Synthesis and PnR results.

- The run finished with clean final reports.
- The clock latency at the later pin of the worst-skew pair reads around 0.30 ns.
- Global routing used between 10% and 20% of the available tracks across all layers.
- The number of remaining DRC errors is 0.
- The kind of path behind the tightest hold check reads flip-flop to flip-flop.
- The number of antenna violations at the first check in global routing is 0.
- The worst register-to-register path has a setup slack of 4.73 ns.
- The cell area after placement reads about 0.0027 mm2.
- In this run the VDD rail shows a maximum IR drop of 0.000124 V.
- The total number of vias is about 2,200.
- Looking at the setup timing report, the critical path kind is input port to flip-flop.
- The final max-slew violation count reads 0.
- The number of buffers added by the clock tree synthesis step is 5.
- Setup repair after global routing left no endpoint under its margin.
- The start point of the worst hold path reads counter[0].
- TritonCTS built the clock tree.
- Summed over all cells, the static leakage comes to between 0.9 and 1 nW.
- The startpoint of the most critical register-to-register path reads status[0].
- The tightest slew margin relative to the limit reads a little over half.
- Among all cell types in the netlist, the one instantiated most often is sky130_fd_sc_hd__dfxtp_1.
- The detailed-router iteration count before antenna repair reads 4.
- The clock period minus final worst setup slack reads 2.95 ns.
- The area overhead of the layout relative to synthesis is 9.10%.
- Per the post-CTS timing run, clock transition at the registers of the reported paths is approximately 0.080 ns.
- The dominant cell type by area after synthesis reads sky130_fd_sc_hd__dfxtp_1.
- Summing over the stages, the warning tally comes to 25.
- The largest fanout on the critical path reads 19.
- For reference, the top cells by count after synthesis are sky130_fd_sc_hd__dfxtp_1, sky130_fd_sc_hd__a21oi_1, sky130_fd_sc_hd__nand2_1.
- The startpoint of the most critical setup path is rstn.
- The endpoint of the worst register-to-register path reads txbuf[7].
- The sink count of the clock tree is 49.
- The yosys-reported design area after synthesis is 0.00263 mm2.
- In this run the horizontal extent of the chip is roughly 83 um.
- The post-synth tally of flip-flops with integrated enable is 0.
- The average instance area after synthesis reads around 8.6 um2.
- The combined area of all synthesized cells is 0.00263 mm2.
- Warnings reported by Yosys during synthesis add up to 1.
- Derived from the worst setup path, the maximum achievable clock frequency is 339 MHz.
- The required time of the worst setup path is 7.14 ns.
- The worst clock skew is about 0.007 ns.
- The synthesized flop and latch total is around 49.
- Synthesis handed over a netlist of 304 instances.
- Measured along the y axis, the die boundary spans roughly 83 um.
- The share of the core filled with cells in the final layout is between 40% and 50%.
- The routed design has approximately 5.5 mm of wire.
- The report puts the cell count of the worst reg-to-reg path at 4.
- The capturing element type of the critical path reads a flip-flop.
- The post-detailed-route count of antenna-violating nets reads 0.
- The total setup buffers inserted after CTS is 0.
- The level count of the clock H-tree is 2.
- The total overflow left after global routing is 0.
- The estimated wirelength of the detail-placed design is approximately 3.7 mm.
- Entering global routing, the biggest net connects 20 pins.
- The power per cell area is 195 mW/mm2.
- The floorplan has 29 rows.
- The synthesis report lists the most area-consuming cells as sky130_fd_sc_hd__dfxtp_1, sky130_fd_sc_hd__a21oi_1, sky130_fd_sc_hd__mux2i_1.
- The final critical-path share of the clock period is approximately 43%.
- The routability congestion estimate reads 0.856.
- Gates resized during post-CTS repair numbered 0.
- The number of hold-slack violations in the final timing report is 0.
- The actual slew at the worst max-slew pin reads between 0.6 and 0.7 ns.
- After routing, the total negative slack on setup checks comes to 0 ns.
- The total core area is 0.00635 mm2.
- For this run, the register share of the synthesized area comes to 37.4%.
- The number of violations of the max-capacitance limit is 0.
- The number of library cell types mapped by synthesis reads 52.
- The via count of the first global-routing pass came to ~2,000.
- Looking at the clock tree report, the root buffer type is sky130_fd_sc_hd__clkbuf_8.
- The average via count per standard cell is between 5 and 6.
- Per the synth stats, the proportion of register bits with asynchronous set or reset is 0%.
- On the critical path the data arrives at between 3 and 4 ns.
- The count of final setup violators reads 0.
- The starting density of the core is 41.3%.
- The fraction of final layout cells with drive strength greater than 1 is 8.22%.
- The flip-flop cell with the highest count after synthesis is sky130_fd_sc_hd__dfxtp_1.
- The diode insertion count for antenna repair is 0.
- The final report gives the standard cell area, fillers excluded, as around 0.0029 mm2.
- The worst setup path endpoint is counter[21].
- The number of hold buffers added after cts reads 0.
- The area share of the largest cell type after synthesis is 37.4%.
- For this design, Yosys synthesis ends with a cell count of between 300 and 400.
- The total power after layout reads roughly 0.00056 W.
- The I/O pin count reads 13.
- The die covers about 0.0069 mm2.
- The number of buffers inserted by port buffering is 12.
- The first global-routing pass estimated 9.76 mm of wire.
- The starting DRC count in detailed routing reads about 130.
- The sort of element at the start of the critical path reads an input port.
- After detailed routing, the average wire length per cell comes to around 15 um.
- The buffer depth of the longest clock path reads 2.
==> registers in the layout, indices dropped and copies added (netlist names) <==
register	cells
txbuf	8
counter	32
rst_ctr	1
txd	1
status	4
next	1
fin_stop_bit	1
tx_busy	1
==> stage by stage <==
step / setup WS [ns] / std cells / hold slack (ns)
final: 3.95 / 381 / 0.457
after floorplan: 4.76 / 304 / 0.426
after global routing: 3.73 / 381 / 0.516
after global placement: 3.73 / 373 / 0.450
after detailed placement: 3.64 / 373 / 0.444
after CTS: 3.96 / 381 / 0.463
==> layout make-up <==
class / count / area, um2
Clock inverter: 1 / 30.0
Sequential cell: 49 / 981
Multi-Input combinational cell: 229 / 1520
Timing Repair Buffer: 13 / 128
Clock buffer: 7 / 86.3
Fill cell: 618 / 3490
Inverter: 5 / 18.8
Tap cell: 77 / 96.3
==> cell families after synthesis <==
family | count (synthesis) | synth area share, %
and+or+nand+nor | 134 | 31.7
AOI/OAI and AO/OA | 72 | 18.0
DFF | 49 | 37.4
buffers and inverters | 26 | 4.72
xor gates and xnor gates | 13 | 4.34
muxes | 9 | 3.43
adders and majority gates | 1 | 0.477
==> cell usage in the layout, fill, tap and decap left out, types with 2 or more instances in the layout <==
cell type,n
sky130_fd_sc_hd__nand2_1,22
sky130_fd_sc_hd__and3_2,3
sky130_fd_sc_hd__or3_1,6
sky130_fd_sc_hd__o31a_1,2
sky130_fd_sc_hd__clkdlybuf4s50_1,12
sky130_fd_sc_hd__nor2b_1,3
sky130_fd_sc_hd__nor4_1,11
sky130_fd_sc_hd__nor4bb_1,2
sky130_fd_sc_hd__a21boi_0,2
sky130_fd_sc_hd__mux2i_1,9
sky130_fd_sc_hd__and2_1,3
sky130_fd_sc_hd__dfxtp_1,49
sky130_fd_sc_hd__and3_1,6
sky130_fd_sc_hd__and4_1,2
sky130_fd_sc_hd__nand3_1,14
sky130_fd_sc_hd__nor4b_1,2
sky130_fd_sc_hd__nand4_2,2
sky130_fd_sc_hd__or4_1,11
sky130_fd_sc_hd__nor3b_1,3
sky130_fd_sc_hd__o21ba_2,2
sky130_fd_sc_hd__a21o_1,2
sky130_fd_sc_hd__a21oi_1,22
sky130_fd_sc_hd__nor3_1,6
sky130_fd_sc_hd__o311a_1,7
sky130_fd_sc_hd__nand4_1,6
sky130_fd_sc_hd__xor2_1,5
sky130_fd_sc_hd__o31ai_1,10
sky130_fd_sc_hd__nand4_4,2
sky130_fd_sc_hd__inv_1,5
sky130_fd_sc_hd__o21ai_0,17
sky130_fd_sc_hd__xnor2_1,8
sky130_fd_sc_hd__nand2b_1,3
sky130_fd_sc_hd__nor2_1,19
sky130_fd_sc_hd__clkbuf_8,6
==> worst min path at each step <==
stage	to	slack, ns	cells after the start
4_1_cts	counter[0]	0.46	1
5_1_grt	counter[0]	0.52	1
6_report	counter[0]	0.46	1
==> critical path, stage by stage <==
cell,delay [ns]
sky130_fd_sc_hd__clkdlybuf4s50_1,0.86
sky130_fd_sc_hd__nor2b_1,0.32
sky130_fd_sc_hd__o21ai_2,0.21
sky130_fd_sc_hd__buf_4,0.26
sky130_fd_sc_hd__a21oi_1,0.13
==> power by group <==
group | switching (W) | internal [W]
registers | 0.00000894 | 0.000292
clock network | 0.0000920 | 0.000118
logic | 0.0000217 | 0.0000265
==> layer usage <==
metal	GRT usage (%)	vias up	share of wire, %
met3	2.52	5	1.8
met1	27.9	1084	53
met4	1.57	0	1.0
met2	25.4	15	44
met5	0	-	0
li1	-	1140	-
No activity file was given, so power comes from the tool's default toggle rates.
